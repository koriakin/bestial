**/design/flow/config.mk**
```make
export PLATFORM = sky130hd
export DESIGN_NAME = sm
export DESIGN_NICKNAME = sm
export VERILOG_FILES = /design/flow/design.v
export SDC_FILE = /design/flow/constraint.sdc
export NUM_CORES = 4
export LEC_CHECK = 1
export CORE_AREA = 10 10 98 98
export DIE_AREA = 0 0 108 108
```
**/design/flow/constraint.sdc**
```tcl
current_design sm

set clk_period 1.8
set clk_io_pct 0.2

create_clock -name clk0 -period $clk_period [get_ports {clk}]

set non_clock_inputs [all_inputs -no_clocks]
set_input_delay [expr $clk_period * $clk_io_pct] -clock clk0 $non_clock_inputs
set_output_delay [expr $clk_period * $clk_io_pct] -clock clk0 [all_outputs]
```
**/design/flow/design.v**
```verilog
module sm(
	input wire [7:0] kd,
	input wire kv,
	output reg vwe,
	output reg [6:0] vwx,
	output reg [4:0] vwy,
	output reg [8:0] vwd,
	output wire [7:0] led,
	input wire clk
);
reg [2:0] state;
initial state = 0;
initial vwe = 0;
assign led = state;
always @(posedge clk) begin
	case (state)
	0: begin
		if (kv) begin
			state <= 1;
			vwe <= 1;
			if (kd[7:4] < 10)
				vwd <= 9'h30 + kd[7:4];
			else
				vwd <= 9'h41 + kd[7:4] - 10;
		end
	end
	1: begin
		vwx <= vwx + 1;
		if (kd[3:0] < 10)
			vwd <= 9'h30 + kd[3:0];
		else
			vwd <= 9'h41 + kd[3:0] - 10;
		state <= 2;
	end
	2: begin
		vwx <= vwx + 1;
		if (vwx == 79) begin
			vwx <= 0;
			vwy <= vwy + 1;
			if (vwy == 24) begin
				vwy <= 0;
			end
		end
		state <= 0;
		vwe <= 0;
	end
	endcase
end
endmodule
```
**/design/flow/run.sh**
```bash
#!/bin/bash
# OpenROAD 26Q1-2900-gdf79404cd8, Yosys 0.63+post, stock flow scripts
make -C /OpenROAD-flow-scripts/flow DESIGN_CONFIG=/design/flow/config.mk WORK_HOME=/design/flow/orfs finish
```
==> results.py <==
# Synthesis and PnR figures
metrics = {
    "yosys": {
        "syn-mean-instance-area_um2": 10.6,
        "synth_warnings": 1,
        "synth_cell_type_count": 35,
        "synthCells": 120,
        "synth-seq-area-share_pct": 51.7,
        "ys_chip_area_um2": 1280,
        "synth-cells-yosys": 120,
        "synth-seq-cells": 22,
        "synth_area_um2": 1280,
    },
    "worst_hold_path": {
        "hold_path.class": "register to register",
    },
    "clock_tree": {
        "cts_buffers": 3,
        "cts_max_level": 1,
        "hold_buffer_count_at_cts": 0,
        "cts_tree": "done",
        "path_clk_slew_ns": 0.08,
        "post-cts-setup-buffer-count": 0,
        "tritoncts_num_sinks": 22,
        "cts.path.max_buffers": 2,
        "cts_resized": 0,
        "worstSkewPairLatency_ns": 0.26,
        "cts_root_buffer": "clkbuf_8",
    },
    "sta": {
        "fin_tns_setup_ns": 0,
        "min_period_ns": 1.65,
        "report.final.setup_viol": 0,
        "clock_skew_ns": 0.00206,
        "finalHoldViolations": 0,
        "maxClockFrequency_mhz": 606,
        "drv_slew": 0,
        "fin_crit_sh_pct": 91.7,
        "grt_setup_unrepaired": "false",
        "final.setup.worst_slack_ns": 0.149,
    },
    "floorplanning": {
        "die_y_um": 108,
        "core_region_area_um2": 7650,
        "io-pin-count": 40,
        "overall_die_width_um": 108,
        "floorplanUtilization_pct": 16.7,
        "placement_rows": 32,
        "chip_area_um2": 11700,
    },
    "placed_design": {
        "dp_cell_count": 257,
        "port-buffer-count": 31,
        "pre_cts_ws_ns": 0.0245,
        "globalplace.congestion": 0.820,
        "dp.final_hpwl_um": 2330,
        "placedInstanceArea_um2": 1720,
    },
    "route": {
        "wirelength_um": 2820,
        "dr_wl_met3_um": 191,
        "via_count_of_the_routed_design": 940,
        "drt-wirelength-per-cell_um": 10.8,
        "antenna_violating_nets_left": 0,
        "diodes": 0,
        "met1_length_um": 1280,
        "detail_route.drc_violations": 0,
        "wl_met2_um": 1320,
        "maxUsedRoutingLayer": "met4",
        "detailedRoute.firstPassIterationCount": 4,
        "dr.first_iter.drc_count": 29,
        "vias_per_inst": 3.60,
    },
    "worst_setup_path": {
        "data_arrival_time_of_the_worst_path_ns": 1.29,
        "timing.critical_path.from_type": "register",
        "crit_path_top_delay_cell": "clkdlybuf4s50_1",
        "timing.critical_path.cells": "clkdlybuf4s50_1",
        "critPathCaptureType": "output pin",
        "cp_slowest_stage_delay_ns": 0.53,
        "timing.critical_path.buf_inv": 1,
        "required_arrival_time_at_the_worst_endpoint_ns": 1.44,
        "crit_path_max_fanout": 8,
        "path_delay_family": "buffers and inverters",
        "criticalPathCategory": "register to output pin",
    },
    "global_routing": {
        "grt_usage_pct": 4.80,
        "first_global_vias": 925,
        "grt_start_max_net_pins": 13,
        "grt.overflow.total": 0,
        "antenna_violations_before_repair": 0,
        "grt_pass1_wl_um": 4450,
    },
    "layout": {
        "final-comb-area_um2": 529,
        "layout_top_cells_excl_fill_tap": "clkdlybuf4s50_1, edfxtp_1, inv_1",
        "post_route_cells_drive_above_1_share_pct": 8.81,
        "num-fill-cells": 822,
        "final_cell_count_no_fill": 261,
        "mostFrequentLayoutCell": "clkdlybuf4s50_1",
        "fin_area_um2": 1770,
        "area_delta_synth_final_pct": 38.3,
        "regArea_um2": 661,
    },
    "power_and_ir_drop": {
        "power.density_cell_area_nw_per_um2": 1350,
        "power.static_leakage_nw": 0.671,
        "fin_total_pwr_mw": 2.39,
        "vdd.ir_drop.worst_uv": 297,
    },
    "flow_run": {
        "max_cap_viol_count": 0,
        "warning_count": 28,
    },
    "status": {
        "status": "completed",
    },
}
-- worst register-to-register path: stages, from the launching register on --
cell,delay (ns)
edfxtp_1,0.42
inv_1,0.09
ha_1,0.31
inv_2,0.09
o21ai_1,0.15
buf_4,0.18
-- layer usage --
| metal | track usage (%) | up-vias |
|---|---|---|
| met1 | 5.85 | 422 |
| met3 | 1.81 | 2 |
| li1 | - | 491 |
| met5 | 0 | - |
| met4 | 0.382 | 0 |
| met2 | 8.23 | 25 |
-- final cells by class --
| class | instances | area share, % |
|---|---|---|
| clock buffer | 3 | 2.34 |
| clock inverter | 1 | 0.212 |
| inverter | 13 | 2.76 |
| multi-input combinational | 83 | 30.0 |
| sequential | 22 | 37.4 |
| tap | 102 | 7.22 |
| timing repair buffer | 37 | 20.1 |
-- power breakdown --
| part | total, mW | internal, mW | leakage [nW] | switching [mW] |
|---|---|---|---|---|
| combinational | 1.00 | 0.578 | 0.439 | 0.424 |
| clock | 0.307 | 0.152 | 0.0231 | 0.155 |
| sequential | 1.08 | 0.917 | 0.209 | 0.168 |
-- registers in the layout, summed over array words and instances, names as in the netlist --
signal / flops
state: 2
vwd: 7
vwe: 1
vwx: 7
vwy: 5
-- worst paths after layout --
kind,start,to,slack [ns],depth (start not counted)
worst min-delay path,vwx[0],vwx[0],0.64,1
worst min register to register,vwx[0],vwx[0],0.64,1
worst max-delay path,vwx[4],vwx[4],0.15,1
worst max register to register,state[1],vwd[5],0.29,5
-- per-stage QoR --
step	hold slack, ns	util, %
4_1_cts	0.651	23.1
6_report	0.638	23.1
3_5_place_dp	0.630	22.5
3_3_place_gp	0.610	22.5
2_1_floorplan	0.552	-
5_1_grt	0.676	23.1
-- cell families after synthesis --
group | count (synthesis) | synth area share [%]
AND-OR/OR-AND | 24 | 11.7
adder cells (fa/ha/maj) | 8 | 7.84
flip-flops | 22 | 51.7
AND/OR/NAND/NOR | 35 | 13.8
buffers and inverters | 22 | 8.91
other | 1 | 0.294
XOR/XNOR | 5 | 3.43
multiplexers | 3 | 2.35
-- synth_stat cells, drive strengths merged --
cell type | number | area, µm²
a211oi | 2 | 15.0
a21o | 1 | 7.51
a21oi | 4 | 20.0
a31oi | 1 | 6.26
and3 | 1 | 6.26
and4b | 1 | 10.0
buf | 9 | 65.1
conb | 1 | 3.75
edfxtp | 22 | 661
ha | 8 | 100
inv | 13 | 48.8
mux2i | 3 | 30.0
nand2 | 10 | 37.5
nand2b | 1 | 6.26
nand3 | 6 | 30.0
nand3b | 1 | 7.51
nand4 | 1 | 6.26
nor2 | 7 | 26.3
nor2b | 3 | 18.8
nor3 | 2 | 15.0
nor4 | 1 | 6.26
o211ai | 1 | 7.51
o21a | 1 | 8.76
o21ai | 11 | 58.8
o22ai | 1 | 6.26
o32a | 1 | 10.0
o32ai | 1 | 8.76
or3 | 1 | 6.26
xnor2 | 3 | 26.3
xor2 | 2 | 17.5
Power figures rest on the tool's default switching activity, not on a simulated workload.
